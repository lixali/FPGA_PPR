<file path="flow/design.v">
module add_up_score #(parameter period = 10, DATA_WIDTH = 32, ADDR_WIDTH=13, max_steps = 7, mem_size = 8192) ( 
	input clk,
	input rst,  
	input finished,
	input finished_propagation,
	input finished_all_addup,
	input [DATA_WIDTH-1:0] l_step,  
	input [DATA_WIDTH-1:0] data_in_score,
	input [DATA_WIDTH-1:0] data_in_score_sum,
	output reg rdy_final,
	output reg finished_global_score,
	output [ADDR_WIDTH-1:0] addr_score,
	output reg score_write_en,
	output [ADDR_WIDTH-1:0] addr_score_sum,
	output score_write_sum_en,
	output [DATA_WIDTH-1:0]  data_out_score_out_sum
	);
	integer mem_process = 0;
	reg read_node_score, read_node_score_sum, write_node_score_sum;
	reg [ADDR_WIDTH-1:0] addr_score_reg, addr_score_sum_reg;
	reg score_write_en_reg = 0, score_write_sum_en_reg = 0;
	reg [DATA_WIDTH-1:0] data_node_score_reg, data_node_score_sum_reg;
	assign addr_score = addr_score_reg;
	assign addr_score_sum = addr_score_sum_reg;
	assign score_write_sum_en = score_write_sum_en_reg;
	assign data_out_score_out_sum = data_node_score_sum_reg;
	integer coeff1 = 15, coeff2 = 16;
	always @(*) begin
		if (finished_all_addup == 1) begin
			rdy_final = 1;
		end else if (finished == 1) begin
			rdy_final = 0;					
		end else begin
			rdy_final = 1;
		end
	end	
	always @(*) begin
		if (finished == 0) begin
			finished_global_score = 0;
		end else if (mem_process == mem_size) begin
			finished_global_score = 1;					
		end
	end
	always @(negedge clk) begin
		if (finished_propagation == 0) begin
			mem_process =  0;
		end
		if (mem_process == mem_size) begin
			write_node_score_sum = 0;   
		end
		if (l_step < max_steps && mem_process < mem_size) begin
			if (finished_propagation == 1 && mem_process == 0) begin
				mem_process =  1;
				read_node_score = 1;
				addr_score_sum_reg = 0;
                if (l_step % 2 == 0) begin		 
                    addr_score_reg = 1;  
                end else begin
                    addr_score_reg = 0; 
                end 
			end else if ((mem_process > 1 && mem_process < mem_size && write_node_score_sum == 1)) begin 
				write_node_score_sum = 0;
				read_node_score	= 1;
				addr_score_reg = addr_score_reg + 2;  
			end else if (mem_process > 0 && mem_process < mem_size && read_node_score == 1) begin
				read_node_score = 0;
				read_node_score_sum = 1;
			end else if (mem_process > 0 && mem_process < mem_size && read_node_score_sum == 1) begin
				read_node_score_sum = 0;
				write_node_score_sum = 1;
				mem_process = mem_process + 1;
			end
			if (read_node_score == 1) begin
				score_write_en <= 0;  
				#(period * 0.7) data_node_score_reg = data_in_score;
			end else if (read_node_score_sum == 1) begin
				score_write_sum_en_reg = 0;   
				#(period * 0.7) data_node_score_sum_reg = data_in_score_sum;
			end else if (write_node_score_sum == 1) begin
				score_write_sum_en_reg = 1;  
				data_node_score_sum_reg = data_node_score_sum_reg + coeff1 * data_node_score_reg / coeff2;  
				#(period * 0.7) score_write_sum_en_reg = 0;  
				addr_score_sum_reg = addr_score_sum_reg + 1;
			end
		end
	end
endmodule
</file>
<file path="flow/run.sh">
#!/bin/bash
# OpenROAD 26Q1-2900-gdf79404cd8, Yosys 0.63+post, stock flow scripts
make -C /OpenROAD-flow-scripts/flow DESIGN_CONFIG=/design/flow/config.mk WORK_HOME=/design/flow/orfs finish
</file>
<file path="flow/config.mk">
export PLATFORM = sky130hd
export DESIGN_NAME = add_up_score
export DESIGN_NICKNAME = add_up_score
export VERILOG_FILES = /design/flow/design.v
export SDC_FILE = /design/flow/constraint.sdc
export NUM_CORES = 4
export LEC_CHECK = 1
export CORE_UTILIZATION = 50
</file>
<file path="flow/constraint.sdc">
current_design add_up_score

set clk_period 13.5
set clk_io_pct 0.2

create_clock -name clk0 -period $clk_period [get_ports {clk}]

set non_clock_inputs [all_inputs -no_clocks]
set_input_delay [expr $clk_period * $clk_io_pct] -clock clk0 $non_clock_inputs
set_output_delay [expr $clk_period * $clk_io_pct] -clock clk0 [all_outputs]
</file>
==> impl_metrics.yaml <==
# implementation run metrics
min_path:
  min_path_cells: 1
  hold_class: "flip-flop to flip-flop"
synthesis:
  logic_family: "adder cells"
  yosysChipArea_um2: 9400
  yosys.area.top_type: "edfxtp_1"
  yosysTopAreaCellShare: 0.294
  adder_share: 0.207
  ys_sh_xor: 0.0708
  edf_count: 92
  synth_top_cell_by_count: "edfxtp_1"
  synth.distinct_cells: 76
  synth.cellmix.compoundShare: 0.134
  topCellsByArea: "edfxtp_1 (29%), fa_1 (12%), ha_1 (8.5%)"
  ys_top_cells_by_count: "edfxtp_1 (92), inv_1 (86), nand2_1 (83)"
  netlist_instances: 921
  synth_warnings: 1
  syn_area_um2: 9400
  ys.flops: 126
  mux_area_frac: 0.00706
  async_flop_share: 0
  synth_stat.cells: 921
  avgSynthCellArea_um2: 10.2
  synthFlopType: "edfxtp_1"
  yosys.area_share.simple: 0.168
job:
  warning_count: 156
  maxCapViolCount: 0
power:
  switching_power_uw: 291
  swShare: 0.279
  p_comb_frac: 0.040
  p_per_area_nw_per_um2: 84.9
  p_leak_uw: 0.00541
  finalPower_uw: 1040
  p_seq_frac: 0.398
  power_frac_clock: 0.562
  p_int_uw: 750
  ir_worst_vdd_mv: 0.0867
clock_tree:
  clockBufferDepth: 2
  cts_resized: 0
  cts.hold.buffers_added: 0
  h-tree-depth: 4
  clock_latency_ns: 0.45
  cts_tree: "done"
  cts_root_buf: "clkbuf_16"
  post_cts_buffers: 0
  clk_pin_slew_ns: 0.04
  cts_buffers: 17
final_timing:
  final-hold-violation-count: 0
  worst_pin_slew_ns: 0.836
  drv_slew: 0
  untimed_endpoints: 2
  unclocked_pins: 1
  rsz0062_at_grt: "false"
  worst_slack_ns: 1.47
  slew_headroom: 0.443
  finClkSkew_ns: 0.0207
  setup_viol: 0
  setup-tns-final_ns: 0
worst_setup_path:
  r2r_cells: 22
  crit_cells: 10
  crit_buf_inv: 1
  critPathMaxStageDelay_ns: 0.81
  start_kind: "primary input"
  crit_fanout: 12
  critPathMostFrequentCell: "nand2_1"
  critPathArrivalTime_ns: 5.47
  cp-end-kind: "flip-flop"
  crit_family: "AND-OR/OR-AND gates"
  critPathSlowestCell: "a2111oi_4"
  critical_path_class: "primary input to flip-flop"
  required_ns: 6.94
  path_cells: "clkdlybuf4s50_1 -> nand2_1 -> ha_1 -> nand2_1 -> o41ai_1 -> nand2b_1 -> a2111oi_4 -> nand2_1 -> o211ai_1 -> o31ai_1"
placed_design:
  place_hpwl_um: 15100
  place_congestion: 0.872
  io_buffers: 159
  dp_slack_ns: 0.979
drt:
  diodes: 0
  detail_route.first_pass.iterations: 18
  ant_nets: 0
  vias: 7533
  via_per_inst: 5.17
  wire_per_inst_um: 13.9
  drtIter0Drc: 367
  wirelength_um: 20300
  drc: 0
die:
  die_width_um: 139
  chipArea_um2: 19300
  die_y_um: 139
  initial_core_util: 0.516
  io-pin-count: 163
  row_count: 49
  coreArea_um2: 18200
grt:
  grt_use_met1: 0.358
  grt_use_met3: 0.0859
  grt_overflow: 0
  busiest_layer: "met1"
  first_global_vias: 7672
  grt_max_degree: 48
  antenna_found_initial: 1
  grt_pass1_wl_um: 34700
  use_met2: 0.331
  grt_usage: 0.234
cells_and_area:
  fillCellCount: 1430
  area_delta_synth_final_pct: 30.4
  logic_area_um2: 5530
  final_layout_size_suffix_gt1_frac: 0.0562
  regArea_um2: 3440
  final_util: 0.673
run_status:
  status: "completed"
==> logic make-up (layout without fill, tap and decap cells) <==
family | after synthesis | after routing
AND-OR/OR-AND | 186 | 186
XOR/XNOR | 76 | 76
adder cells (fa/ha/maj) | 121 | 121
buffers and inverters | 103 | 409
flip-flops | 125 | 125
latches | 1 | 1
multiplexers | 5 | 5
other | 1 | 2
AND/OR/NAND/NOR | 303 | 303
==> cells in the final DEF (no fill, tap or decap), drive strengths merged, types with 3 or more instances in the layout <==
cell type / instances
inv: 220
clkdlybuf4s50: 159
edfxtp: 92
nand2: 88
nor2: 67
ha: 64
fa: 57
o21ai: 54
xnor2: 43
a21oi: 43
xor2: 33
dfxtp: 33
nand3: 30
and2: 23
a21o: 18
clkbuf: 17
nor4: 17
nand4: 15
nor3: 14
o21a: 13
a211oi: 11
and3: 10
o211ai: 9
buf: 8
nand2b: 7
nor3b: 7
a31oi: 7
o31ai: 7
or3: 6
o21bai: 6
nor2b: 5
and4: 3
or2: 3
or4: 3
clkinvlp: 3
mux2: 3
==> metal layers <==
layer | vias up | part of all wire
met2 | 222 | 0.45
met3 | 13 | 0.069
li1 | 3849 | -
met1 | 3447 | 0.48
met4 | 2 | 0.0074
met5 | - | 0.00084
==> path summary, 6_finish.rpt <==
path,slack [ns],endpoint,start
max,1.47,addr_score_sum_reg[8],finished_propagation
min,0.46,mem_process[25],mem_process[25]
min reg2reg,0.46,mem_process[25],mem_process[25]
max reg2reg,7.16,data_node_score_sum_reg[29],data_node_score_reg[7]
==> worst reg2reg max path, cell delays in order, from the launching register on <==
cell	delay, ns
edfxtp_1	0.36
inv_1	0.21
fa_1	0.50
fa_1	0.52
inv_1	0.04
ha_1	0.35
a211oi_2	0.23
o211ai_1	0.16
and4_1	0.26
or3_1	0.45
o311a_4	0.37
o21a_1	0.19
nor2_1	0.11
xnor2_1	0.09
ha_1	0.39
nand4_1	0.11
a21oi_1	0.21
o2111a_1	0.25
o21ai_0	0.20
o211ai_1	0.34
a41oi_1	0.24
or4b_1	0.51
nand3_1	0.09
==> power by group through the flow <==
stage         Clock [uW]  Sequential (uW)  Combinational [uW]
global route         660              413                44.9
CTS                  612              414                41.7
finish               585              414                41.2
==> stage by stage <==
step	instance area, um2	hold WS [ns]	std cells
finish	12300	0.460	1457
global route	12300	0.469	1457
CTS	12300	0.464	1457
detailed placement	11200	0.451	1301
global placement	11200	0.447	1301
floorplan	9400	0.435	922
==> final cells by class <==
| cell class | instances | share of cell area |
|---|---|---|
| repair buffers | 167 | 0.135 |
| clock buffers | 17 | 0.0347 |
| flip-flops and latches | 126 | 0.281 |
| clock inverters | 140 | 0.0494 |
| well taps | 229 | 0.0234 |
| multi-input cells | 693 | 0.451 |
| inverters | 85 | 0.0260 |
Power and IR drop assume default switching activity.
